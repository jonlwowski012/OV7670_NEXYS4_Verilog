$ cat /design/flow/run.sh
#!/bin/bash
# OpenROAD 26Q1-2900-gdf79404cd8, Yosys 0.63+post, stock flow scripts
make -C /OpenROAD-flow-scripts/flow DESIGN_CONFIG=/design/flow/config.mk WORK_HOME=/design/flow/orfs finish
$ cat /design/flow/config.mk
export PLATFORM = sky130hd
export DESIGN_NAME = vga
export DESIGN_NICKNAME = vga
export VERILOG_FILES = /design/flow/design.v
export SDC_FILE = /design/flow/constraint.sdc
export NUM_CORES = 4
export LEC_CHECK = 1
export CORE_UTILIZATION = 30
$ cat /design/flow/constraint.sdc
current_design vga

set clk_period 3.0
set clk_io_pct 0.2

create_clock -name clk0 -period $clk_period [get_ports {clk25}]

set non_clock_inputs [all_inputs -no_clocks]
set_input_delay [expr $clk_period * $clk_io_pct] -clock clk0 $non_clock_inputs
set_output_delay [expr $clk_period * $clk_io_pct] -clock clk0 [all_outputs]
$ cat /design/flow/design.v
`timescale 1ns / 1ps
module vga(input clk25,
	       output [3:0] vga_red,
	       output [3:0] vga_green,
           output [3:0] vga_blue,
           output vga_hsync,
           output vga_vsync,
           output [18:0] frame_addr,
           input [11:0] frame_pixel); 
	parameter hRez = 640;
	parameter hStartSync = 640+16;
	parameter hEndSync = 640+16+96;
	parameter hMaxCount = 800;
	parameter vRez = 480;
	parameter vStartSync = 480+10;
	parameter vEndSync = 480+10+2;
	parameter vMaxCount = 480+10+2+33;
	parameter hsync_active = 0;
	parameter vsync_active = 0;
	reg unsigned [9:0] hCounter = {10{1'b0}};
	reg unsigned [9:0] vCounter = {10{1'b0}};
	reg unsigned [18:0] address = {19{1'b0}};
	reg unsigned [18:0] address_temp = {19{1'b0}};
	reg blank = 1;
	reg [3:0] vga_red_temp;
	reg [3:0] vga_blue_temp;
	reg [3:0] vga_green_temp;
	reg vga_hsync_temp;
	reg vga_vsync_temp;
	always @(posedge clk25)
		begin
			if (hCounter == hMaxCount-1)
				begin
					hCounter <= {10{1'b0}};
					if(vCounter == vMaxCount-1)
						begin
							vCounter <= {10{1'b0}};
						end
                    else 
                        begin
                            vCounter <= vCounter+1;
                        end
				end
			else 
				begin
					hCounter <= hCounter+1;
				end	
			if(blank == 0)
				begin
					vga_red_temp   <= frame_pixel[11:8];
					vga_green_temp <= frame_pixel[7:4];
					vga_blue_temp  <= frame_pixel[3:0];
				end
			else
				begin
					vga_red_temp   <= {4{1'b0}};
					vga_green_temp <= {4{1'b0}};
					vga_blue_temp <= {4{1'b0}};
				end
			if(vCounter >= vRez)
				begin
					address <= {19{1'b0}};
					blank <= 1;
				end
			else
				begin
					if(hCounter < 640)
						begin
							blank <= 0;
							address <= address+1'b1;
						end
					else
						begin
							blank <= 1;
						end
				end
			if(hCounter > hStartSync && hCounter <= hEndSync)
				begin
					vga_hsync_temp <= hsync_active;
				end
			else
				begin
					vga_hsync_temp <= !hsync_active;
				end
			if(vCounter >= vStartSync && vCounter < vEndSync)
				begin
					vga_vsync_temp <= vsync_active;
				end
			else
				begin
					vga_vsync_temp <= !vsync_active;
				end
		end
	assign frame_addr = address;
	assign vga_red = vga_red_temp;
	assign vga_blue = vga_blue_temp;
	assign vga_green = vga_green_temp;
	assign vga_hsync = vga_hsync_temp;
	assign vga_vsync = vga_vsync_temp;
endmodule
==> job_summary.md <==
### Metrics collected by this job

| Metric | Value |
|---|---|
| Fin. Hold Viols | 0 |
| N_diodes | 0 |
| Share of post-route cells with drive strength above 1 | 0.0554 |
| Ys flop type | dfxtp_1 |
| Global route total overflow | 0 |
| WP data required | 2.40 ns |
| Num Clock Sinks | 54 |
| DRC Markers | 0 |
| Final WL | 4.20 mm |
| Max incr delay on CP | 0.52 ns |
| Setup Buffers After CTS | 0 |
| Mux area share | 0 |
| Crit path capture | frame_addr[11] |
| Floorplan core density | 0.318 |
| Yosys warning total | 1 |
| Yosys xor share | 0.103 |
| # Max-Cap Violations | 0 |
| Placed Instances | 360 |
| CP max-delay cell | clkdlybuf4s50_1 |
| Clock Latency Late Sink | 0.30 ns |
| WP buf/inv | 1 |
| Worst setup EP type | output port |
| R2r setup slk | 1.09 ns |
| Die boundary height | 88.0 um |
| Unique cell types | 35 |
| Post-synth seq share | 0.532 |
| Setup TNS | 0 ns |
| IO Port Bufs | 45 |
| CTS Buffer Depth | 2 |
| R2R Path Start | hCounter[0] |
| IO Count | 46 |
| Area growth from synthesis to layout | 30.5% |
| Crit path kind | reg -> out |
| Global-route wire length before repair | 6.79 mm |
| Fin crit share | 0.636 |
| Hold-fix buffers, CTS | 0 |
| Slew of the pin with the lowest slew margin | 0.688 ns |
| Filler cell count | 684 |
| Highest clock rate | 524 MHz |
| Iteration tally of the first detailed-router pass | 4 |
| Dpl hpwl | 2.99 mm |
| Placer Congestion | 0.793 |
| Routed vias/inst | 4.57 |
| CP max FO | 7 |
| Mapped Area | 0.00222 sq mm |
| Crit start category | flop |
| CTS tree | done |
| Yosys stat area | 0.00222 sq mm |
| Non-filler cells, final | 367 |
| CP Launch Point | address[11] |
| Layout Skew | 0.00862 ns |
| Final max-slew violation count | 0 |
| P_leak | 1.04 nW |
| Simple share | 0.255 |
| Reg-to-Reg End | vCounter[0] |
| Final setup viols | 0 |
| Worst Hold Class | reg -> reg |
| Complex Gates by Area | 0.0609 |
| Routed Antenna Nets | 0 |
| Flops after synth | 54 |
| Slew HR | 0.538 |
| Vias in the first global route | 1485 |
| Worst-case reg-to-reg path depth | 4 |
| Core ar. | 0.00698 sq mm |
| Htree depth | 2 |
| Die area | 0.00774 sq mm |
| Cells after Synth | 223 |
| Peak VDD IR | 0.000203 V |
| Via Count | 1676 |
| Main logic family | simple AND/OR/NAND/NOR gates |
| CP cell instances | clkdlybuf4s50_1 |
| Post_cts resized | 0 |
| CTS root buffer | clkbuf_8 |
| Largest net degree at the start of global routing | 20 |
| Pwr Density | 425 mW/mm^2 |
| Final Critical Period | 1.91 ns |
| Die width | 88.0 um |
| Row count | 30 |
| Adder Area Share | 0.0282 |
| RSZ-0062 raised after global routing | false |
| CTS clk-pin slew, worst paths | 0.09 ns |
| Initial antenna violation count | 0 |
| Critical Path AT | 1.31 ns |
| Synth async-reset ratio | 0 |
| Status | complete, no violations |
| All-Layer GR Usage | 0.112 |
| EDFF count, synth | 10 |
| Starting DRT DRC Count | 46 |
| Log Warnings | 27 |
| Yosys Instances | 223 |
| Critical path depth in cells | 1 |
| Drt wl/cell | 11.4 um |
| CTS Buf Count | 5 |
| Avg Cell Area, Syn | 9.95 sq um |
| WHS Path Cells | 1 |
| Kind of cell adding the most delay to the critical path | buffers and inverters |
==> through the flow <==
| stage | total power, mW | util | cell area (sq um) | worst slack, ns | hold WS (ns) |
|---|---|---|---|---|---|
| finish | 1.23 | 0.415 | 2900 | 1.09 | 0.488 |
| CTS | 1.26 | 0.415 | 2900 | 1.08 | 0.496 |
| detailed placement | 0.796 | 0.399 | 2790 | 1.12 | 0.475 |
| floorplan | 0.765 | - | 2220 | 0.364 | 0.413 |
| global placement | 0.796 | 0.399 | 2790 | 1.16 | 0.469 |
| global route | 1.29 | 0.415 | 2900 | 0.863 | 0.523 |
==> worst min path at each step <==
stage,slack (ns),end,start
6_report,0.49,hCounter[0],hCounter[0]
5_1_grt,0.52,address[18],address[18]
4_1_cts,0.50,hCounter[0],hCounter[0]
==> placed cells by master (no fill, tap or decap), types with 3 or more instances in the layout <==
cell / Yosys / layout
a21oi_1: 7 / 7
and3_1: 3 / 3
clkbuf_8: 0 / 6
clkdlybuf4s50_1: 0 / 45
dfxtp_1: 44 / 44
edfxtp_1: 10 / 10
ha_1: 5 / 5
inv_1: 6 / 6
nand2_1: 14 / 14
nand3_1: 11 / 11
nand4_1: 10 / 10
nor2_1: 26 / 26
nor2b_1: 14 / 14
nor4_1: 6 / 5
o21ai_0: 7 / 7
or3_1: 5 / 5
xnor2_1: 18 / 18
xor2_1: 8 / 8
==> area by class of cell <==
type / instances / area, sq um / share of cell area
clock buffer: 7 / 108 / 0.0372
inverter: 6 / 22.5 / 0.00778
sequential: 54 / 1180 / 0.408
multi-input combinational: 157 / 998 / 0.345
timing repair buffer: 47 / 465 / 0.161
tap: 96 / 120 / 0.0415
==> sequential cells by signal, indices dropped and copies added, names as in the netlist <==
signal and flops:
vga_blue_temp 4, vga_red_temp 4, hCounter 10, vga_green_temp 4, vga_hsync_temp 1, vCounter 10, vga_vsync_temp 1, blank 1
address 19
==> logic make-up (layout without fill, tap and decap cells) <==
kind of cell	after synthesis	count (layout)
buf+inv	12	60
xor+xnor	26	26
compound gates	22	22
flops	54	54
simple gates	104	104
fa+ha+maj	5	5
==> metal layers <==
layer	track usage	part of all wire	vias to the layer above
met5	0	0	-
met4	0.0164	0.017	0
met3	0.0344	0.078	8
met2	0.176	0.42	53
met1	0.159	0.49	736
li1	-	-	879
==> synthesized netlist by cell type, types with 2 or more instances <==
cell / instances / share of area
a31oi_1: 2 / 0.0056
ha_1: 5 / 0.028
dfxtp_1: 44 / 0.40
and2_1: 2 / 0.0056
xor2_1: 8 / 0.032
or3_1: 5 / 0.014
o21ai_0: 7 / 0.016
nor4_1: 6 / 0.017
xnor2_1: 18 / 0.071
nand3_1: 11 / 0.025
and4_1: 2 / 0.0079
inv_1: 6 / 0.010
a41o_1: 2 / 0.0090
nand2_1: 14 / 0.024
clkbuf_1: 5 / 0.0085
nor2b_1: 14 / 0.039
edfxtp_1: 10 / 0.14
a21oi_1: 7 / 0.016
and3_1: 3 / 0.0085
nor2_1: 26 / 0.044
nor4b_1: 2 / 0.0079
nand4_1: 10 / 0.028
nor3_1: 2 / 0.0045
==> power by group <==
part | switching (mW) | internal, mW
clock network | 0.219 | 0.234
logic | 0.00354 | 0.0301
registers | 0.00185 | 0.743
total | 0.224 | 1.01
No activity file was given, so power comes from the tool's default toggle rates.
