==> design/flow/design.v <==
`timescale 1ns / 1ps
module ov7670_capture_verilog(input pclk,
                              input vsync,
                              input href,
                              input [7:0] d,
                              output [18:0] addr,
                              output [11:0] dout,
                              output we);
    reg [15:0] d_latch = {16{1'b0}};
    reg [18:0] address = {19{1'b0}};
    reg  unsigned [18:0] address_next = {19{1'b0}};
    reg [1:0] wr_hold = {2{1'b0}};
    reg [11:0] dout_temp;
    reg we_temp;
    assign addr = address;
    assign dout = dout_temp;
    assign we = we_temp;
    always@ (posedge pclk)
        begin
            if(vsync == 1)
                begin
                    address <= {19{1'b0}};
                    address_next <= {19{1'b0}};
                    wr_hold <= {2{1'b0}};
                end
            else
                begin
                    dout_temp <= {d_latch[15:12],d_latch[10:7],d_latch[4:1]};
                    address <= address_next;
                    we_temp <= wr_hold[1];
                    wr_hold <= {wr_hold[0], (href && !wr_hold[0])};
                    d_latch <= {d_latch [7:0], d};
                    if(wr_hold[1] == 1)
                        begin
                            address_next <= address_next+1;
                        end
                end
        end
endmodule
==> design/flow/run.sh <==
#!/bin/bash
# OpenROAD 26Q1-2900-gdf79404cd8, Yosys 0.63+post, stock flow scripts
make -C /OpenROAD-flow-scripts/flow DESIGN_CONFIG=/design/flow/config.mk WORK_HOME=/design/flow/orfs finish
==> design/flow/config.mk <==
export PLATFORM = sky130hd
export DESIGN_NAME = ov7670_capture_verilog
export DESIGN_NICKNAME = ov7670_capture_verilog
export VERILOG_FILES = /design/flow/design.v
export SDC_FILE = /design/flow/constraint.sdc
export NUM_CORES = 4
export LEC_CHECK = 1
export CORE_UTILIZATION = 40
==> design/flow/constraint.sdc <==
current_design ov7670_capture_verilog

set clk_period 2.2
set clk_io_pct 0.2

create_clock -name clk0 -period $clk_period [get_ports {pclk}]

set non_clock_inputs [all_inputs -no_clocks]
set_input_delay [expr $clk_period * $clk_io_pct] -clock clk0 $non_clock_inputs
set_output_delay [expr $clk_period * $clk_io_pct] -clock clk0 [all_outputs]
==> results.cfg <==
; physical design summary
[status]
run_status = finished clean

[clock_tree]
cts-root-buf = clkbuf_8
cts_buffers = 9
ctsLongestPathBuffers = 2
cts_tree = yes
clkLatencyLatePin_ns = 0.32
clk_pin_slew_ns = 0.07
cts_resized = 0
cts_hold_buf = 0
htree_levels = 3
numClockSinks = 68
cts_setup_buffers = 0

[setup_path]
cp_cell_sequence = and4_1, or3b_1, or4_1, a21oi_1
path_buffers = 0
cp-start-kind = flip-flop
path_delay_family = simple AND/OR/NAND/NOR gates
cp.arrival_ns = 2.11
crit_fanout = 8
rrSetupSlack_ns = 0.34
timing.rr.start = address_next[5]$_SDFFE_PP0P_
reg2reg_depth = 4
slowest_stage = or4_1
crit_required_ns = 2.46
r2r_end = address_next[18]$_SDFFE_PP0P_
cp-end-kind = flip-flop
crit_type = reg -> reg
slowest_delay_ns = 0.54

[yosys]
syn_area_um2 = 2266
ys_warn_count = 1
ys_types = 32
yosys_cells = 169
synth_chip_area_um2 = 2266
synth_flops = 68
postSynthSeqShare = 0.7245
synth_cells = 169
syn_avg_cell_area_um2 = 13.41

[sta]
tns_ns = 0
rsz0062_at_grt = no
finalSetupViolations = 0
period_needed_ns = 1.856
maxSlewHeadroom = 0.6369
slew_violations = 0
tightest_slew_ns = 0.5439
min_period_over_period = 0.8439
final-hold-violation-count = 0
whs_ns = 0.4226
fmax_mhz = 538.7
fin_worst_skew_ns = 0.003634

[detailed_routing]
drtAntennaViolNets = 0
wl_met3_um = 215
wl_per_cell_um = 11.12
dr_wl_met2_um = 1401
first_iter_violations = 46
drc = 0
drtPass1Iterations = 4
wirelength_um = 3268
drt-vias-per-instance = 4.660
detail_route.wirelength.met1_um = 1578
vias = 1370
num_antenna_cells = 0
highest_layer = met4

[cells_and_area]
final_common_cell = clkdlybuf4s50_1
instances_no_fill = 294
utilization = 0.5375
drive_gt1_frac = 0.08108
fillers = 483
ff_latch_area_um2 = 1642
lay_top_cells = 42 x clkdlybuf4s50_1, 40 x dfxtp_1, 28 x edfxtp_1
mi_logic_area_um2 = 570.5
area_growth_pct = 29.82

[placed_design]
place_hpwl_um = 2097
gp_congestion = 0.9110
io_buffers = 42
dpl.cell_count = 278

[floorplan]
die_h_um = 77.27
die_area_um2 = 5970
rows = 27
initial_core_util = 0.4140
fp.dieW_um = 77.27
core_um2 = 5473
io-pin-count = 43

[grt]
grt_use_total = 0.1250
antenna_found_initial = 0
grt_pass1_vias = 1299
grt_first_pass_wirelength_um = 5685
grt_max_degree = 41
grt.overflow.total = 0

[min_path]
hold_path_end = dout_temp[9]$_DFFE_PN_
hold_path_startpoint = d_latch[13]$_DFFE_PN_
min_path_cells = 0
hold_class = reg -> reg

[power_and_ir_drop]
p_total_w = 0.002366
p_per_area_nw_per_um2 = 804.4
p_leak_nw = 1.005
peakVddDrop_mv = 0.4422

[run]
warnings = 25
max-cap-violations = 0
[registers in the layout (all words and copies together), names as in the netlist]
signal and flops:
address 19, address_next 19, d_latch 15, dout_temp 12, we_temp 1, wr_hold 2
[cell type report]
| type | instances | area share |
|---|---|---|
| Clock buffer | 10 | 0.04339 |
| Timing Repair Buffer | 43 | 0.1455 |
| Sequential cell | 68 | 0.5581 |
| Inverter | 4 | 0.009783 |
| Clock inverter | 6 | 0.01872 |
| Tap cell | 72 | 0.03063 |
| Multi-Input combinational cell | 91 | 0.1940 |
[power breakdown]
part           switching [W]  internal [W]  leakage (nW)
clock network       0.000415      0.000511        0.0911
logic              0.0000246     0.0000436         0.317
registers          0.0000130       0.00136         0.597
[logic make-up (layout without fill, tap and decap cells)]
| family | Yosys count | in the layout | synth area share |
|---|---|---|---|
| AOI/OAI and AO/OA | 8 | 8 | 0.02098 |
| xor gates and xnor gates | 13 | 13 | 0.05025 |
| adders and majority gates | 1 | 1 | 0.005521 |
| buffers and inverters | 10 | 63 | 0.02374 |
| DFF | 68 | 68 | 0.7245 |
| muxes | 2 | 2 | 0.009387 |
| and+or+nand+nor | 67 | 67 | 0.1656 |
[synth_stat cells]
library cell | n | area share
o31ai_1 | 3 | 0.0099
a21oi_1 | 4 | 0.0088
or4_1 | 3 | 0.0099
clkbuf_1 | 3 | 0.0050
nor2_1 | 18 | 0.030
nor3b_1 | 1 | 0.0033
nand3_1 | 6 | 0.013
buf_1 | 1 | 0.0017
nor2b_1 | 16 | 0.044
bufinv_8 | 1 | 0.0077
xor2_1 | 5 | 0.019
mux2i_1 | 1 | 0.0044
dfxtp_1 | 40 | 0.35
or3_1 | 2 | 0.0055
ha_1 | 1 | 0.0055
and3_1 | 2 | 0.0055
xnor2_1 | 8 | 0.031
buf_2 | 2 | 0.0044
nand2_1 | 4 | 0.0066
edfxtp_1 | 28 | 0.37
and4_1 | 1 | 0.0039
nor2b_2 | 1 | 0.0039
or3b_1 | 1 | 0.0039
or2_1 | 1 | 0.0028
nor4b_2 | 1 | 0.0066
mux2_1 | 1 | 0.0050
o21ai_1 | 1 | 0.0022
nand4_1 | 4 | 0.011
nor3_1 | 2 | 0.0044
nor4_1 | 4 | 0.011
inv_2 | 1 | 0.0017
inv_1 | 2 | 0.0033
[routing by layer]
| metal | global-route usage | vias to the layer above |
|---|---|---|
| li1 | - | 689 |
| met1 | 0.1988 | 624 |
| met2 | 0.1788 | 48 |
| met3 | 0.04111 | 9 |
| met4 | 0.02830 | 0 |
| met5 | 0 | - |
[worst max path at each step]
stage	from	end	slack, ns	depth (start not counted)
4_1_cts	address_next[5]$_SDFFE_PP0P_	address_next[18]$_SDFFE_PP0P_	0.34	4
5_1_grt	address_next[5]$_SDFFE_PP0P_	address_next[18]$_SDFFE_PP0P_	0.22	4
6_report	address_next[5]$_SDFFE_PP0P_	address_next[18]$_SDFFE_PP0P_	0.34	4
[per-stage QoR]
step                setup slack (ns)  instance area (µm²)
floorplan                     0.4808                 2266
global placement              0.3794                 2759
detailed placement            0.3672                 2759
CTS                           0.3390                 2942
global route                  0.2216                 2942
finish                        0.3435                 2942
Power figures rest on the tool's default switching activity, not on a simulated workload.
