[/design/flow/design.v]
`timescale 1ns / 1ps
module debounce(input clk, input i, output o); 
        reg unsigned [23:0] c;
        reg out_temp;
        always @(posedge clk)begin
            if(i == 1)begin
                if(c==24'hFFFFFF)begin
                    out_temp <= 1'b1;           
                end
                else begin
                    out_temp <= 1'b0;
                end
                c <= c+1'b1;
            end
            else begin
                c <= {24{1'b0}};
                out_temp <= 1'b0; 
            end
        end
        assign o = out_temp;
endmodule
[/design/flow/run.sh]
#!/bin/bash
# OpenROAD 26Q1-2900-gdf79404cd8, Yosys 0.63+post, stock flow scripts
make -C /OpenROAD-flow-scripts/flow DESIGN_CONFIG=/design/flow/config.mk WORK_HOME=/design/flow/orfs finish
[/design/flow/config.mk]
export PLATFORM = sky130hd
export DESIGN_NAME = debounce
export DESIGN_NICKNAME = debounce
export VERILOG_FILES = /design/flow/design.v
export SDC_FILE = /design/flow/constraint.sdc
export NUM_CORES = 4
export LEC_CHECK = 1
export CORE_AREA = 10 10 92 92
export DIE_AREA = 0 0 102 102
[/design/flow/constraint.sdc]
current_design debounce

set clk_period 4.0
set clk_io_pct 0.2

create_clock -name clk0 -period $clk_period [get_ports {clk}]

set non_clock_inputs [all_inputs -no_clocks]
set_input_delay [expr $clk_period * $clk_io_pct] -clock clk0 $non_clock_inputs
set_output_delay [expr $clk_period * $clk_io_pct] -clock clk0 [all_outputs]
==> CHANGELOG.md <==
## Implementation

- Predominant post-synthesis flop cell: sky130_fd_sc_hd__dfxtp_1
- Number of buffers inserted to repair setup after CTS: 0
- Peak ir drop on the vdd network: 0.317 mV
- GR Util All Layers: 0.0374
- Number of diodes added for antenna fixing: 0
- Cell variety after synth: 21
- IO Count: 3
- Clock-pin slew of the registers on the worst-case setup and hold paths: about 0.080 ns
- Count of cells resized by post-cts repair: 0
- TritonCTS clock tree: built
- Quantity of hold-fixing buffers added after cts: 0
- Final Util: 0.188
- Met3 track demand over resource in global routing: 0.0123
- Largest net degree at the start of global routing: 24
- Routed WL: ~1900 µm
- Fill cell count: between 700 and 800
- Initial antenna violation count: 0
- Area of the mapped netlist: 1070 µm²
- Share of power burned in combinational logic: 0.023
- Category of the critical setup timing path: reg2reg
- Flip-flops with a built-in enable: 0
- Clock buffers created by TritonCTS: 3
- Final slew viol count: 0
- Worst reg-to-reg path cell count: 5
- Static Leak: about 0.33 nW
- Switching part of the total: 0.208
- Met1 usage: 0.0508
- Final setup viols: 0
- Number of synthesized register bits: 25
- Post-detailed-route count of antenna-violating nets: 0
- Cells on Worst Hold Path: 2
- Number of levels the H-tree was split into: 1
- First-pass iteration count of the detailed router: 5
- Max-cap violation count: 0
- Timing-limited maximum frequency: between 400 and 500 MHz
- Synthesized instance count: about 130
- Final routed wire length divided by cell count: roughly 9.3 µm
- Cell row count: 29
- Fraction of the cycle the final worst path needs: 0.557
- Setup TNS: 0 ns
- FF-to-FF setup slack: between 1.5 and 2 ns
- Met2 routing resource usage after global routing: 0.0583
- Internal Dissipation: between 0.0003 and 0.0004 W
- Areal power density over the cells: approximately 340 nW/µm²
- Shortest clock period the worst path allows after layout: roughly 2.2 ns
- Clock buffer depth: 2
- Vertical die dimension: ~100 µm
- Last weighted congestion value of the routability-driven placer: roughly 0.79
- Die Width: just over 100 µm
- Crit. End Element: flop
- Worst skew pair latency: around 0.26 ns
- PortBufs: 2
- Req. time, crit path: 4.19 ns
- Post-synth area from yosys stat: 1070 µm²
- Sinks on the clock net: 25
- Fp util: 0.166
- Clock group share of total power: 0.357
- Status: completed
- Slew at the pin with the worst max-slew slack: roughly 0.71 ns
- Sum of overflow across all layers after global routing: 0
- End of the worst register-to-register path: c[22]
- Share of cells above drive strength 1: 0.0315
- Share of flip-flops with an asynchronous set or reset: 0
- Max_slew headroom: 0.528
- Count of warning messages emitted by the tools: 25
- Sequential-to-total area share from yosys stat: 0.467
- Highest-utilization routing layer at the global route stage: met2
- DP HPWL: about 1300 µm
- Number of design rule violations left after detail routing: 0
- Via density per instance: between 4 and 5
- Cell total in the yosys stat output: between 100 and 150
- Setup repair after global routing missed its margin: no
- Worst r2r src: c[0]
- Final number of hold-violating endpoints: 0
- Number of global-route vias before repair: between 700 and 800
- Worst hold endpoint: out_temp
- Layout Skew: ~0.0037 ns
- Global-route wire length before repair: between 3000 and 4000 µm
- Core region area: ~6500 µm²
- Min-delay src: c[23]
- Clock Root Buffer: sky130_fd_sc_hd__clkbuf_8
- Net Sw Power: roughly 0.000085 W
- Sequential share of power: 0.619
- Yosys synthesis warning count: 1
- Post-synthesis average cell area: 8.57 µm²
- Critical Path Source Type: flop
- Die Size: 10400 µm²
- Worst min-delay path class: reg2reg
- Number of DRC violations after detailed-routing iteration 0: 63
- Total via count after detailed routing: 846
- Worst EP arrival: between 2 and 2.5 ns
- Largest fanout on the critical path: 8
- Area growth syn-to-layout: 13.6%
## registers in the layout, indices dropped and copies added (netlist names)
name and count:
out_temp 1, c 24
## layout make-up
| cell class | count | area [µm²] | area share |
|---|---|---|---|
| clock buffer | 4 | 45.0 | 0.0370 |
| inverter | 4 | 15.0 | 0.0123 |
| timing repair buffer | 2 | 20.0 | 0.0165 |
| multi-input combinational | 92 | 539 | 0.443 |
| tap | 77 | 96.3 | 0.0792 |
| sequential | 25 | 500 | 0.412 |
## cells in the mapped netlist, types with 3 or more instances
cell type,number,share of area
sky130_fd_sc_hd__nor2_1,14,0.049
sky130_fd_sc_hd__inv_1,4,0.014
sky130_fd_sc_hd__clkbuf_1,3,0.011
sky130_fd_sc_hd__nand3_1,8,0.037
sky130_fd_sc_hd__xnor2_1,10,0.082
sky130_fd_sc_hd__or4_1,4,0.028
sky130_fd_sc_hd__o21ai_0,8,0.037
sky130_fd_sc_hd__dfxtp_1,25,0.47
sky130_fd_sc_hd__nand2_1,7,0.025
sky130_fd_sc_hd__nor3_1,3,0.014
sky130_fd_sc_hd__or3_1,9,0.053
sky130_fd_sc_hd__a21oi_1,10,0.047
sky130_fd_sc_hd__nor4_1,4,0.023
sky130_fd_sc_hd__nand4_1,7,0.041
## cells in the final DEF, fill, tap and decap left out
master,count
sky130_fd_sc_hd__nand2_1,7
sky130_fd_sc_hd__nor3_1,3
sky130_fd_sc_hd__clkbuf_1,1
sky130_fd_sc_hd__or4_1,4
sky130_fd_sc_hd__inv_1,4
sky130_fd_sc_hd__dfxtp_1,25
sky130_fd_sc_hd__nor2_1,14
sky130_fd_sc_hd__or3_1,9
sky130_fd_sc_hd__xnor2_1,10
sky130_fd_sc_hd__a21oi_1,10
sky130_fd_sc_hd__clkdlybuf4s50_1,2
sky130_fd_sc_hd__nand4_2,1
sky130_fd_sc_hd__nand3_1,8
sky130_fd_sc_hd__clkbuf_8,3
sky130_fd_sc_hd__nor4_1,4
sky130_fd_sc_hd__o21ai_0,8
sky130_fd_sc_hd__ha_1,1
sky130_fd_sc_hd__o31ai_1,2
sky130_fd_sc_hd__and4_1,1
sky130_fd_sc_hd__xor2_1,2
sky130_fd_sc_hd__nand4_1,7
sky130_fd_sc_hd__and2_1,1
## through the flow
step                      area, µm²  std cells  hold slack [ns]  setup slack, ns  total power (W)
after detailed placement       1170        200            0.444             1.81         0.000270
after global placement         1170        200            0.446             1.83         0.000270
after CTS                      1220        204            0.455             1.80         0.000419
final                          1220        204            0.452             1.77         0.000411
after global routing           1220        204            0.477             1.68         0.000428
after floorplan                1070        125            0.419             2.05         0.000267
## critical path, stage by stage (launching register included)
cell	delay [ns]
sky130_fd_sc_hd__dfxtp_1	0.42
sky130_fd_sc_hd__ha_1	0.26
sky130_fd_sc_hd__nand4_2	0.22
sky130_fd_sc_hd__or4_1	0.72
sky130_fd_sc_hd__or3_1	0.40
sky130_fd_sc_hd__a21oi_1	0.14
## worst max path at each step
stage	startpoint	to	slack, ns
4_1_cts	c[0]	c[22]	1.80
5_1_grt	c[0]	c[18]	1.68
6_report	c[0]	c[22]	1.77
## cells by family (layout without fill, tap and decap cells)
family / Yosys count / after routing / synth area share
compound gates: 20 / 20 / 0.0981
simple gates: 59 / 59 / 0.296
xor+xnor: 12 / 12 / 0.0981
fa+ha+maj: 1 / 1 / 0.0117
flops: 25 / 25 / 0.467
buf+inv: 8 / 10 / 0.0292
## layer usage
metal	share of wire	routed length, µm
met1	0.51	979
met2	0.44	831
met3	0.033	63
met4	0.014	27
met5	0	0
## power by group through the flow
stage           logic, W  clock network, W  registers, W
CTS           0.00000979          0.000154      0.000255
global route   0.0000108          0.000162      0.000255
finish        0.00000959          0.000147      0.000255
No activity file was given, so power comes from the tool's default toggle rates.
